**/design/flow/config.mk**
```make
export PLATFORM = sky130hd
export DESIGN_NAME = luFactorizer
export DESIGN_NICKNAME = luFactorizer
export VERILOG_FILES = /design/flow/design.v
export SDC_FILE = /design/flow/constraint.sdc
export NUM_CORES = 4
export LEC_CHECK = 1
export CORE_UTILIZATION = 30
```
**/design/flow/constraint.sdc**
```tcl
current_design luFactorizer

set clk_period 10.6
set clk_io_pct 0.2

create_clock -name clk0 -period $clk_period [get_ports {clk}]

set non_clock_inputs [all_inputs -no_clocks]
set_input_delay [expr $clk_period * $clk_io_pct] -clock clk0 $non_clock_inputs
set_output_delay [expr $clk_period * $clk_io_pct] -clock clk0 [all_outputs]
```
**/design/flow/design.v**
```verilog
`timescale 1ns / 1ps
module basicCell(clk,
					  x,y,z,
					  xOut,yOut,zOut);
parameter SZ = 8;
parameter mSZ = 16;
input clk;
input [SZ-1:0]x,y,z;
output [SZ-1:0]xOut,yOut,zOut;
reg [SZ-1:0]xReg = 0;
reg [SZ-1:0]yReg = 0;
reg [SZ-1:0]zReg = 0;
wire [SZ-1:0]c,mS;
wire [mSZ-1:0]m;
assign m = x*y;
assign mS = m[7:0];
assign c = z + mS;	 
always@(posedge clk)
begin
xReg <= x;
yReg <= y;
zReg <= c;
end
assign xOut = xReg;
assign yOut = yReg;
assign zOut = zReg;
endmodule
`timescale 1ns / 1ps
module circularCell(clk,
						  x,
						  xInv,xOut);
parameter SZ = 8;
input clk;
input [SZ-1:0]x;
output [SZ-1:0]xInv;
output [SZ-1:0]xOut;
reg [SZ-1:0]xReg;
reg [SZ-1:0]xInvReg;
wire [SZ-1:0]I;
assign I = x;
always @(posedge clk)
begin
	xReg <= x;
	xInvReg <= I;
end
assign xInv = xInvReg;
assign xOut = xReg;
endmodule
`timescale 1ns / 1ps
module edgeCell(clk,
					 x,y,z,
					 xOut,zOut);
parameter SZ = 8;
parameter mSZ = 16;
input clk;
input [SZ-1:0]x,y,z;
output [SZ-1:0]xOut,zOut;
reg [SZ-1:0]xReg = 0;
reg [SZ-1:0]zReg = 0;
wire [SZ-1:0]c,mS;
wire [mSZ-1:0]m;
assign m = x*y;
assign mS = m[7:0];
assign c = z + mS;	 
always@(posedge clk)
begin
xReg <= x;
zReg <= c;
end
assign xOut = xReg;
assign zOut = zReg;
endmodule
`timescale 1ns / 1ps
module globalCounter(count,clk);
input clk;
output [4:0]count;
parameter limit = 21;
reg [4:0]countReg = 0;
always@(posedge clk)
begin
	if(countReg == limit)
		countReg <= 0;
	else
		countReg <= countReg + 1;
end
assign count = countReg;
endmodule
`timescale 1ns / 1ps
module luFactorizer(clk,
							a11,a12,a13,a14,
							a21,a22,a23,a24,a25,
							a31,a32,a33,a34,a35,a36,
							a41,a42,a43,a44,a45,a46,a47,
								 a52,a53,a54,a55,a56,a57,a58,
									  a63,a64,a65,a66,a67,a68,
										   a74,a75,a76,a77,a78,
												 a85,a86,a87,a88,
							lL1,lL2,lL3,
							uL1,uL2,uL3,uL4);
parameter iSZ = 8;
input clk;
input [iSZ-1:0] a11,a12,a13,a14,
					 a21,a22,a23,a24,a25,
					 a31,a32,a33,a34,a35,a36,
					 a41,a42,a43,a44,a45,a46,a47,
						  a52,a53,a54,a55,a56,a57,a58,
								a63,a64,a65,a66,a67,a68,
									 a74,a75,a76,a77,a78,
										  a85,a86,a87,a88;
output [iSZ-1:0]lL1,lL2,lL3;
output [iSZ-1:0]uL1,uL2,uL3,uL4;
wire [4:0]count;
wire [iSZ-1:0]iL1,iL2,iL3,iL4,iL5,iL6,iL7;
globalCounter g1(count,clk);
synchronizer s1(count,
						a11,a12,a13,a14,
						a21,a22,a23,a24,a25,
						a31,a32,a33,a34,a35,a36,
						a41,a42,a43,a44,a45,a46,a47,
							 a52,a53,a54,a55,a56,a57,a58,
								  a63,a64,a65,a66,a67,a68,
									   a74,a75,a76,a77,a78,
											 a85,a86,a87,a88,
						iL1,iL2,iL3,iL4,iL5,iL6,iL7);
systolicArray a1(iL1,iL2,iL3,iL4,iL5,iL6,iL7,
							lL1,lL2,lL3,
							uL1,uL2,uL3,uL4,
							clk);
endmodule
`timescale 1ns / 1ps
module negCell(clk,
					x,
					xOut,zOut);
parameter SZ = 8;
input clk;
input [SZ-1:0]x;
output [SZ-1:0]xOut,zOut;
reg [SZ-1:0]xReg = 0;
reg [SZ-1:0]zReg = 0;
wire [SZ-1:0]neg;
wire [SZ-1:0]c;
assign neg[0] = ~x[0];
assign neg[1] = ~x[1];
assign neg[2] = ~x[2];
assign neg[3] = ~x[3];
assign neg[4] = ~x[4];
assign neg[5] = ~x[5];
assign neg[6] = ~x[6];
assign neg[7] = ~x[7];
assign c = neg + 8'b00000001;
always@(posedge clk)
begin
	xReg <= x;
	zReg <= c;
end
assign xOut = xReg;
assign zOut = zReg;
endmodule
`timescale 1ns / 1ps
module synchronizer(count,
							a11,a12,a13,a14,
							a21,a22,a23,a24,a25,
							a31,a32,a33,a34,a35,a36,
							a41,a42,a43,a44,a45,a46,a47,
								 a52,a53,a54,a55,a56,a57,a58,
									  a63,a64,a65,a66,a67,a68,
										   a74,a75,a76,a77,a78,
												 a85,a86,a87,a88,
							iL1,iL2,iL3,iL4,iL5,iL6,iL7);
input [4:0]count;
input [7:0] a11,a12,a13,a14,
				a21,a22,a23,a24,a25,
				a31,a32,a33,a34,a35,a36,
				a41,a42,a43,a44,a45,a46,a47,
					 a52,a53,a54,a55,a56,a57,a58,
						  a63,a64,a65,a66,a67,a68,
								a74,a75,a76,a77,a78,
									 a85,a86,a87,a88;
output [7:0]iL1,iL2,iL3,iL4,iL5,iL6,iL7;
reg [7:0]iL1Reg = 0;
reg [7:0]iL2Reg = 0;
reg [7:0]iL3Reg = 0;
reg [7:0]iL4Reg = 0;
reg [7:0]iL5Reg = 0;
reg [7:0]iL6Reg = 0;
reg [7:0]iL7Reg = 0;
always@ (*)
begin
	case(count)
	0 : begin
			iL1Reg <= 0;
			iL2Reg <= 0;
			iL3Reg <= 0;
			iL4Reg <= a11;
			iL5Reg <= 0;
			iL6Reg <= 0;
			iL7Reg <= 0;
		  end
	1 : begin
			iL1Reg <= 0;
			iL2Reg <= 0;
			iL3Reg <= 0;
			iL4Reg <= 0;
			iL5Reg <= 0;
			iL6Reg <= 0;
			iL7Reg <= 0;
		  end
	2 : begin
			iL1Reg <= 0;
			iL2Reg <= 0;
			iL3Reg <= a21;
			iL4Reg <= 0;
			iL5Reg <= a12;
			iL6Reg <= 0;
			iL7Reg <= 0;
		  end
	3 : begin
			iL1Reg <= 0;
			iL2Reg <= 0;
			iL3Reg <= 0;
			iL4Reg <= a22;
			iL5Reg <= 0;
			iL6Reg <= 0;
			iL7Reg <= 0;
		  end
	4 : begin
			iL1Reg <= 0;
			iL2Reg <= a31;
			iL3Reg <= 0;
			iL4Reg <= 0;
			iL5Reg <= 0;
			iL6Reg <= a13;
			iL7Reg <= 0;
		  end
	5 : begin
			iL1Reg <= 0;
			iL2Reg <= 0;
			iL3Reg <= a32;
			iL4Reg <= 0;
			iL5Reg <= a23;
			iL6Reg <= 0;
			iL7Reg <= 0;
		  end
	6 : begin
			iL1Reg <= a41;
			iL2Reg <= 0;
			iL3Reg <= 0;
			iL4Reg <= a33;
			iL5Reg <= 0;
			iL6Reg <= 0;
			iL7Reg <= a14;
		  end
	7 : begin
			iL1Reg <= 0;
			iL2Reg <= a42;
			iL3Reg <= 0;
			iL4Reg <= 0;
			iL5Reg <= 0;
			iL6Reg <= a24;
			iL7Reg <= 0;
		  end
	8 : begin
			iL1Reg <= 0;
			iL2Reg <= 0;
			iL3Reg <= a43;
			iL4Reg <= 0;
			iL5Reg <= a34;
			iL6Reg <= 0;
			iL7Reg <= 0;
		  end
	9 : begin
			iL1Reg <= a52;
			iL2Reg <= 0;
			iL3Reg <= 0;
			iL4Reg <= a44;
			iL5Reg <= 0;
			iL6Reg <= 0;
			iL7Reg <= a25;
		  end
	10 : begin
			iL1Reg <= 0;
			iL2Reg <= a53;
			iL3Reg <= 0;
			iL4Reg <= 0;
			iL5Reg <= 0;
			iL6Reg <= a35;
			iL7Reg <= 0;
		  end
	11 : begin
			iL1Reg <= 0;
			iL2Reg <= 0;
			iL3Reg <= a54;
			iL4Reg <= 0;
			iL5Reg <= a45;
			iL6Reg <= 0;
			iL7Reg <= 0;
		  end
	12 : begin
			iL1Reg <= a63;
			iL2Reg <= 0;
			iL3Reg <= 0;
			iL4Reg <= a55;
			iL5Reg <= 0;
			iL6Reg <= 0;
			iL7Reg <= a36;
		  end
	13 : begin
			iL1Reg <= 0;
			iL2Reg <= a64;
			iL3Reg <= 0;
			iL4Reg <= 0;
			iL5Reg <= 0;
			iL6Reg <= a46;
			iL7Reg <= 0;
		  end
	14 : begin
			iL1Reg <= 0;
			iL2Reg <= 0;
			iL3Reg <= a65;
			iL4Reg <= 0;
			iL5Reg <= a56;
			iL6Reg <= 0;
			iL7Reg <= 0;
		  end
	15 : begin
			iL1Reg <= a74;
			iL2Reg <= 0;
			iL3Reg <= 0;
			iL4Reg <= a66;
			iL5Reg <= 0;
			iL6Reg <= 0;
			iL7Reg <= a47;
		  end
	16 : begin
			iL1Reg <= 0;
			iL2Reg <= a75;
			iL3Reg <= 0;
			iL4Reg <= 0;
			iL5Reg <= 0;
			iL6Reg <= a57;
			iL7Reg <= 0;
		  end
	17 : begin
			iL1Reg <= 0;
			iL2Reg <= 0;
			iL3Reg <= a76;
			iL4Reg <= 0;
			iL5Reg <= a67;
			iL6Reg <= 0;
			iL7Reg <= 0;
		  end
	18 : begin
			iL1Reg <= a85;
			iL2Reg <= 0;
			iL3Reg <= 0;
			iL4Reg <= a77;
			iL5Reg <= 0;
			iL6Reg <= 0;
			iL7Reg <= a58;
		  end
	19 : begin
			iL1Reg <= 0;
			iL2Reg <= a86;
			iL3Reg <= 0;
			iL4Reg <= 0;
			iL5Reg <= 0;
			iL6Reg <= a68;
			iL7Reg <= 0;
		  end
	20 : begin
			iL1Reg <= 0;
			iL2Reg <= 0;
			iL3Reg <= a87;
			iL4Reg <= 0;
			iL5Reg <= a78;
			iL6Reg <= 0;
			iL7Reg <= 0;
		  end
	21 : begin
			iL1Reg <= 0;
			iL2Reg <= 0;
			iL3Reg <= 0;
			iL4Reg <= a88;
			iL5Reg <= 0;
			iL6Reg <= 0;
			iL7Reg <= 0;
		  end
	default : begin
			iL1Reg <= 0;
			iL2Reg <= 0;
			iL3Reg <= 0;
			iL4Reg <= 0;
			iL5Reg <= 0;
			iL6Reg <= 0;
			iL7Reg <= 0;
		  end
	endcase
end
assign iL1 = iL1Reg;		  
assign iL2 = iL2Reg;
assign iL3 = iL3Reg;
assign iL4 = iL4Reg;
assign iL5 = iL5Reg;
assign iL6 = iL6Reg;
assign iL7 = iL7Reg;
endmodule
`timescale 1ns / 1ps
module systolicArray(iL1,iL2,iL3,iL4,iL5,iL6,iL7,
							lL1,lL2,lL3,
							uL1,uL2,uL3,uL4,
							clk);
parameter iSZ = 8;
parameter oSZ = 16;
input clk;
input [iSZ-1:0]iL1,iL2,iL3,iL4,iL5,iL6,iL7;
output [iSZ-1:0]lL1,lL2,lL3;
output [iSZ-1:0]uL1,uL2,uL3,uL4;
wire [iSZ-1:0] x1,x2,x3,x4,x5,x6,x7,x8,x9;
wire [iSZ-1:0] y1,y2,y3,y4,y5,y6,y7,y8,y9,y10,y11;
wire [iSZ-1:0] yInv,pass;
wire [iSZ-1:0] z1,z2,z3,z4,z5,z6,z7,z8,z9;
wire [iSZ-1:0] u2W,u3W,u4W;
vertexCell v1(clk,x1,y1,iL4,z1);
vertexCell v2(clk,iL1,y11,8'b00000000,y3);
edgeCell   e1(clk,y3,x7,iL2,y2,z4);
edgeCell   e2(clk,y2,x4,iL3,y1,z2);
edgeCell	  e3(clk,x2,y4,iL5,x1,z3);
edgeCell   e4(clk,x3,y7,iL6,x2,z6);
edgeCell   e6(clk,y10,z4,8'b00000000,y11,y6);
edgeCell   e7(clk,yInv,z7,8'b00000000,y10,y9);
basicCell b1(clk,x5,y5,z1,x4,y4,z5);
basicCell b2(clk,x8,y6,z2,x7,y5,z7);
basicCell b3(clk,x6,y8,z3,x5,y7,z8);
basicCell b4(clk,x9,y9,z5,x8,y8,z9);
negCell n1(clk,z8,u2W,x9);
negCell n2(clk,z6,u3W,x6);
negCell n3(clk,iL7,u4W,x3);
circularCell c1(clk,z9,yInv,pass);
assign lL1 = y3;
assign lL2 = y6;
assign lL3 = y9;
assign uL1 = pass;
assign uL2 = u2W;
assign uL3 = u3W;
assign uL4 = u4W;
endmodule
`timescale 1ns / 1ps
module vertexCell(clk,
						x,y,z,
						zOut);
parameter SZ = 8;
parameter mSZ = 16;
input clk;
input [SZ-1:0]x,y,z;
output [SZ-1:0]zOut;
reg [SZ-1:0]zReg = 0;
wire [SZ-1:0]c,mS;
wire [mSZ-1:0]m;
assign m = x*y;
assign mS = m[7:0];
assign c = z + mS;	 
always@(posedge clk)
begin
zReg <= c;
end
assign zOut = zReg;
endmodule
```
**/design/flow/run.sh**
```bash
#!/bin/bash
# OpenROAD 26Q1-2900-gdf79404cd8, Yosys 0.63+post, stock flow scripts
make -C /OpenROAD-flow-scripts/flow DESIGN_CONFIG=/design/flow/config.mk WORK_HOME=/design/flow/orfs finish
```
==> flow_summary.ini <==
; physical design summary
[clocking]
htreeDepth = 1
clk_pin_slew_ps = 70
cts-hold-fix-buffers = 0
post_cts_buffers = 0
clock_sinks = 266
insertion_delay_ps = 550
ctsResizeCount = 0
cts_tree = yes
cts_root_buf = clkbuf_16
numCtsBuffers = 29
clock_path_buffers = 3

[finish]
area_delta_synth_final_pct = 30.7
final_core_util = 0.397
final_area_um2 = 26200
drive_gt1_frac = 0.0325
fillers = 6270

[critical_path]
worst_setup_path_start_kind = input pin
cp.arrival_ps = 6650
worst_setup_path_end_kind = register
cp.required_ps = 11080
crit_type = input pin to register
worstPathMaxFanout = 2

[drt]
drt_iter0_drc = 882
vias = 15438
viasPerCell = 4.55
drc = 0
wl_mm = 61.8
ant_nets = 0
drt-pass1-iter-count = 6
wire_per_inst_um = 18.2

[floorplanning]
chipHeight_um = 260
fp_util = 0.304
die_area_um2 = 67700
io_pins = 409
rows = 94
fp.dieW_um = 260
core-area_um2 = 65900

[timing]
setup-violations-final = 0
rsz0062_at_grt = no
max_freq_mhz = 162
worst_slew_pin_slew_ps = 858
clock_skew_ps = 20.1
slew_violations = 0
fin_crit_sh = 0.582
hold_viol = 0
min_period_ps = 6170
fin_setup_tns_ps = 0
relSlewSlack = 0.428

[placement]
postPlaceCellArea_um2 = 25200
hpwl_mm = 49.9
port_buffers = 408
place.gp.congestion = 0.944

[global_route]
antenna_found_initial = 7
grt_overflow = 0
grt_pass1_wl_mm = 96.5
grt_usage = 0.193
grt_pass1_vias = 16693
grt_max_degree = 27

[synthesis]
synthCells = 2089
synth_area_um2 = 20000
ys_cells = 2089
yosys_area_um2 = 20000
postSynthSeqShare = 0.266
yosysUniqueCellTypes = 41
avgSynthCellArea_um2 = 9.58
async_reset_ff_frac = 0
largest_area_cell = dfxtp_1
numSynthFlops = 266
netlist.area_leader.share = 0.266
yosysWarnings = 7
synth-edff-count = 0
topCellsByArea = dfxtp_1 27%, fa_1 20%, ha_1 13%
synthFlopType = dfxtp_1

[pwr]
power.total_w = 0.00216
leakagePower_nw = 11.8
ir_drop_v = 0.000104
cellPowerDensity_nw_per_um2 = 82.7

[run]
drv_cap = 0
warnings = 28

[run_status]
status = complete, no violations

[worst_hold_path]
hold_path_class = register to register
path summary, 6_finish.rpt:
| path | from | endpoint | slack [ps] | depth (start not counted) |
|---|---|---|---|---|
| max | a65[4] | a1.e2.zReg[7]$_DFF_P_ | 4430 | 16 |
| min | a1.b4.zReg[2]$_DFF_P_ | a1.c1.xReg[2]$_DFF_P_ | 330 | 0 |
| max reg2reg | g1.countReg[4]$_SDFF_PN0_ | a1.v2.zReg[7]$_DFF_P_ | 4940 | 17 |
| min reg2reg | a1.b4.zReg[2]$_DFF_P_ | a1.c1.xReg[2]$_DFF_P_ | 330 | 0 |
metrics by stage:
step | hold WS, ps | instances | setup slack [ps]
after floorplan | 310 | 2089 | 4760
after global placement | 314 | 3335 | 3920
after detailed placement | 312 | 3335 | 3900
after CTS | 327 | 3388 | 4450
after global routing | 333 | 3392 | 4150
final | 326 | 3392 | 4430
cells by family after synthesis:
| kind of cell | count (synthesis) | share of synthesized area |
|---|---|---|
| and+or+nand+nor | 548 | 0.137 |
| buffers and inverters | 423 | 0.0816 |
| xor gates and xnor gates | 227 | 0.101 |
| AOI/OAI and AO/OA | 218 | 0.0849 |
| DFF | 266 | 0.266 |
| adders and majority gates | 407 | 0.329 |
cells in the mapped netlist, drive strengths merged (4+ instances only):
cell type  count
a21o          26
a21oi         24
a221oi        18
a222oi        32
a22o          10
a22oi         98
and2         191
and3          20
buf           14
clkbuf        31
dfxtp        266
fa           198
ha           209
inv          378
nand2        251
nand2b         6
nand3         23
nand3b         4
nor2          22
nor2b         10
nor3           7
o21ai          5
xnor2        191
xor2          33
power by group:
part / switching, W / total (W) / internal, W / leakage, nW
Sequential: 0 / 0.000999 / 0.000999 / 2.14
Clock: 0.000438 / 0.00103 / 0.000589 / 0.471
Combinational: 0.0000227 / 0.000136 / 0.000113 / 9.15
final cells by class:
type | count | area [um2] | share of cell area
clock buffer | 33 | 781 | 0.0299
multi-input combinational | 1400 | 13100 | 0.501
sequential | 266 | 5330 | 0.204
clock inverter | 20 | 208 | 0.00794
timing repair buffer | 427 | 4230 | 0.162
inverter | 378 | 1420 | 0.0543
antenna | 4 | 10.0 | 0.000383
tap | 864 | 1080 | 0.0413
metal layers:
metal | part of all wire | wire [um] | GRT usage
met5 | 0 | 0 | 0
met1 | 0.43 | 26600 | 0.264
met2 | 0.47 | 29300 | 0.320
met4 | 0.025 | 1570 | 0.0443
met3 | 0.069 | 4290 | 0.0407
critical path: stages:
cell and delay (ps):
clkdlybuf4s50_1 400, a222oi_1 700, and3_1 290, fa_1 410, inv_1 90, fa_1 420
ha_1 290, inv_1 50, fa_1 530, inv_1 70, fa_1 460, a21o_1 190
a21oi_1 170, xnor2_1 150, xnor2_1 160, xnor2_1 150
layout by cell type, fill, tap and decap left out, types with 19 or more instances in the layout:
cell and instances:
and3_1 20, dfxtp_1 266, and2_1 191, a21oi_1 24
clkbuf_16 29, a21o_1 26, inv_1 378, nor2_1 22
a222oi_1 32, xnor2_1 191, ha_1 209, fa_1 198
nand3_1 23, nand2_1 250, clkdlybuf4s50_1 408, buf_4 19
xor2_1 33, a22oi_1 98
Power is estimated from default activity; no workload was simulated.
